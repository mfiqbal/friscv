===== flow/design.v =====
package farm_pkg;
endpackage
module memAccess(
	input logic clk,
	input logic rst_n,
	input logic [31:0] rz,
	input logic [31:0] rm,
	input logic [1:0] Y_sel,
	input logic [31:0] mem_data,
	input logic [31:0] ret_ad,
	output logic [31:0] mem_adr,
	output logic[31:0] ry
);
logic [31:0] muxY_out;
assign mem_adr = rm;
muxMto1 #(32, 4, 2) muxY(.D ({32'd0 ,ret_ad, mem_data, rz}),
	                     .SEL(Y_sel),
						 .Z(muxY_out));
always_ff @(posedge clk) begin
	if (rst_n == 0) ry <= #(3) 0;
	else            ry <= #(3) muxY_out;
end
endmodule
 module muxMto1 (Z, SEL, D);
 parameter N = 8;   
 parameter M = 4;   
 parameter S = 2;   
 parameter W = M * N;
 input [W-1:0] D;
 input [S-1:0] SEL;
 output [N-1:0] Z;
 reg[N-1:0] tmp, Z;
 integer i;
 always @(SEL or D) begin
	 for (i = 0; i < N; i = i + 1)
		 tmp[i] = D[N*SEL + i];
	 Z = tmp;
 end
 endmodule

===== flow/run.sh =====
#!/bin/bash
# OpenROAD 26Q1-2900-gdf79404cd8, Yosys 0.63+post, stock flow scripts
make -C /OpenROAD-flow-scripts/flow DESIGN_CONFIG=/design/flow/config.mk WORK_HOME=/design/flow/orfs finish

===== flow/config.mk =====
export PLATFORM = sky130hd
export DESIGN_NAME = memAccess
export DESIGN_NICKNAME = memAccess
export VERILOG_FILES = /design/flow/design.v
export SDC_FILE = /design/flow/constraint.sdc
export NUM_CORES = 4
export LEC_CHECK = 1
export CORE_AREA = 10 10 131 131
export DIE_AREA = 0 0 141 141

===== flow/constraint.sdc =====
current_design memAccess

set clk_period 2.3
set clk_io_pct 0.2

create_clock -name clk0 -period $clk_period [get_ports {clk}]

set non_clock_inputs [all_inputs -no_clocks]
set_input_delay [expr $clk_period * $clk_io_pct] -clock clk0 $non_clock_inputs
set_output_delay [expr $clk_period * $clk_io_pct] -clock clk0 [all_outputs]

==> run summary <==
Item: results of the latest flow run.

- The number of CTS-inserted buffers is 5.
- The share of synthesized area in the top cell type comes to 0.331.
- The share of the Yosys chip area taken by registers is 0.331.
- The power per unit of standard cell area is 503 nW/um^2.
- The netlist uses 11 different library cells.
- The floorplan has 44 rows.
- After synthesis, the cell types taking the most area are dfxtp_1 (33%), mux2i_1 (17%), buf_4 (13%).
- The timing report gives the biggest stage delay along the critical path as 0.49 ns.
- The number of max-cap violations is 0.
- Summed over all cells, the static leakage comes to 1.24 nW.
- Headroom to the max-slew limit came out at 0.699.
- The flow ran to the end, and the final reports show no timing, DRC or antenna violations.
- The mapped cell area is 1940 sq um.
- The count of instantiated cells in the yosys netlist is ~210.
- The number of hold buffers added after CTS is 0.
- In the layout the commonest cells are clkdlybuf4s50_1 (129), mux2i_1 (32), nand3b_1 (32), and2_1 (32), dfxtp_1 (32).
- In the final timing run, aggregate negative setup slack is 0 ns.
- After clock tree synthesis, the clock-pin slew on the worst setup and hold paths is 0.05 ns.
- The number of logged tool warnings is 25.
- The detailed placement HPWL is 5230 um.
- In the final layout, the registers with the most flip-flops are ry: 32 flops.
- In this run the layout overhead on the synthesized area is reported as 69.8%.
- The final timing report lists a hold violation count of 0.
- For this run, the total global-route usage over all layers was measured as 0.0617.
- The H-tree depth is 2.
- The number of nets with antenna violations after routing is 0.
- The maximum vdd ir drop is 0.000223 V.
- The first global-routing pass estimated 10100 um of wire.
- The number of antenna cells inserted is 0.
- After clock tree synthesis, the repair step resized 0 gates.
- The area of the die is roughly 20000 sq um.
- The root buffer cell chosen for the clock tree is clkbuf_16.
- TritonCTS built the clock tree.
- The element type at the critical path end is a primary output.
- The area of the placeable core is 14400 sq um.
- The mean routed wirelength per cell is 13.6 um.
- TritonRoute reported its final design rule violation total as 0.
- The register with the most flip-flops in the layout has 32 of them.
- The starting density of the core is 0.134.
- The via density per instance is 3.52.
- The clock sink count is 32.
- The completed layout was analyzed and its total power is 1.65 mW.
- Counting every instance in the synthesized netlist gives 209.
- The largest delay contributor family on the critical path is buffers and inverters.
- The critical path maximum fanout is 1.
- The worst path arrival time is 1.11 ns.
- The post-layout minimum cycle time is 1.57 ns.
- According to the Yosys statistics, the synthesized design has a chip area of 1940 sq um.
- The number of synthesized register bits is 32.
- The top register by number of flip-flops is ry.
- The maximum operating frequency is 636 MHz.
- The total count of max-transition violations in the final report is 0.
- The detailed router reported a total wirelength of about 6600 um.
- The measured slew at the worst slew-check pin is between 0.4 and 0.5 ns.
- The element type at the critical path start is a flip-flop.
- Looking at the critical path, the single cell with the biggest stage delay is clkdlybuf4s50_1.
- In this run the vertical extent of the chip is 141 um.
- Setup repair after global routing left no endpoint under its margin.
- According to the report, the first pass of detailed routing completed in 4 iterations.
- The final timing report counts setup violations totalling 0.
- dfxtp_1 takes more of the synthesized area than any other cell.
- For this run, the number of Yosys warnings is 2.
- The mean instance size in the synthesized netlist is 9.27 sq um.
- The longest clock path from root to sink contains 2 buffers.
- The share of final-layout standard cells stronger than drive strength 1 is 0.0430.
- The maximum number of pins on one net before global-route repair is 65.
- The cell sequence reported for the critical path is clkdlybuf4s50_1.
- Summed over all layers, the global routing overflow is 0.
- During I/O placement, the number of pins put on the boundary was 196.
- The script reports the combined buffer and inverter count of the critical path as 1.
- After its last routability iteration, the placer logged a weighted congestion of about 0.73.
- In this run the tool buffered the top-level ports with 131 buffer cells.
- The post-route fraction of the period consumed by the critical path is 0.684.
- The OpenROAD report gives the critical path a required time of 1.84 ns.
- The worst hold margin is around 0.75 ns.
- Counting only logic cells after layout, the most numerous master is clkdlybuf4s50_1.
- Once iteration 0 of detailed routing completed, the report listed 34 DRC markers.
- The via count of the first global-routing pass came to 1823.
- The initial antenna violation count is 0.
- The worst setup path is of the flip-flop to primary output kind.
- The number of setup buffers added after CTS is 0.
- The final route contains 1712 vias.
- The horizontal extent of the die is 141 um.
- The class of the tightest hold or removal check is primary input to flip-flop.
## final cells by class
class | count | area (sq um)
clock inverter | 2 | 10.0
fill | 1545 | 11100
sequential | 32 | 641
clock buffer | 6 | 139
multi-input combinational | 128 | 921
tap | 184 | 230
timing repair buffer | 134 | 1350
## metal layers
metal	GRT usage	vias to the layer above	routed length, um
met3	0.0249	11	640
met5	0	-	0
met2	0.100	79	3050
met1	0.0753	759	2770
li1	-	863	-
met4	0.0120	0	126
## synthesized netlist by cell type
master / count
buf_4: 33
and2_1: 32
dfxtp_1: 32
mux2i_1: 32
nand3b_1: 32
o21ai_1: 28
buf_2: 9
o21ai_0: 4
buf_12: 3
clkbuf_1: 3
buf_6: 1
## final timing paths
| kind | start | end | cells after the start |
|---|---|---|---|
| setup / recovery | ry[30] | ry[30] | 1 |
| hold / removal | Y_sel[1] | ry[23] | 3 |
## cell families after synthesis
logic type      synth area share
simple gates               0.227
mux                        0.165
buf+inv                    0.194
flops                      0.331
compound gates            0.0827
## power by group
part | switching, mW | total [mW] | leakage, nW | internal [mW]
clock network | 0.244 | 0.671 | 0.0766 | 0.426
logic | 0.108 | 0.383 | 0.900 | 0.275
registers | 0.0100 | 0.600 | 0.265 | 0.590
total | 0.363 | 1.65 | 1.24 | 1.29
## worst min-delay path, stage by stage
cell     delay, ns
buf_2         0.24
o21ai_1       0.17
and2_1        0.11
## per-stage QoR
stage / cell area, sq um / cells / util / setup slack [ns]
6_report: 3290 / 486 / 0.228 / 0.727
5_1_grt: 3290 / 486 / 0.228 / 0.670
4_1_cts: 3290 / 486 / 0.228 / 0.694
3_5_place_dp: 3140 / 478 / 0.218 / 0.673
3_3_place_gp: 3140 / 478 / 0.218 / 0.676
2_1_floorplan: 1940 / 209 / - / 1.07
Power and IR drop assume default switching activity.
