## ./run.sh

```bash
#!/bin/bash
# OpenROAD 26Q1-2900-gdf79404cd8, Yosys 0.63+post, stock flow scripts
make -C /OpenROAD-flow-scripts/flow DESIGN_CONFIG=/design/flow/config.mk WORK_HOME=/design/flow/orfs finish
```

## ./config.mk

```make
export PLATFORM = sky130hd
export DESIGN_NAME = compute
export DESIGN_NICKNAME = compute
export VERILOG_FILES = /design/flow/design.v
export SDC_FILE = /design/flow/constraint.sdc
export NUM_CORES = 4
export LEC_CHECK = 1
export CORE_UTILIZATION = 30
```

## ./constraint.sdc

```tcl
current_design compute

set clk_period 25.7
set clk_io_pct 0.2

create_clock -name clk0 -period $clk_period [get_ports {clk}]

set non_clock_inputs [all_inputs -no_clocks]
set_input_delay [expr $clk_period * $clk_io_pct] -clock clk0 $non_clock_inputs
set_output_delay [expr $clk_period * $clk_io_pct] -clock clk0 [all_outputs]
```

## ./design.v

```verilog
package farm_pkg;
endpackage
module alu(inA, inB, alu_out, ALU_op);
input logic [31:0] inA, inB;
output logic [31:0] alu_out;
input logic [4:0] ALU_op;
always_comb begin
	case(ALU_op)
		5'b00000: alu_out = inA + inB;
		5'b00001: alu_out = inA - inB;
		5'b00010: alu_out = inA | inB;
		5'b00011: alu_out = inA ^ inB;
		5'b00100: alu_out = inA & inB;
		5'b00101: alu_out = inA << inB;
		5'b00110: alu_out = inA >> inB;
		5'b00111: alu_out = inA >>> inB;  
		5'b01000: alu_out = inB;  
		default: alu_out = 0;
	endcase
end
endmodule
 module compute(clk, rst_n, ra, rb, imm, ALU_op, B_sel, rz, rm);
 input clk, rst_n;
 input [31:0] ra, rb, imm;
 input [4:0] ALU_op;
 input B_sel;
 output [31:0] rz, rm;
 reg [31:0] rz, rm;
 wire [31:0] muxB_out;
 wire [31:0] alu_out;
 assign muxB_out = B_sel? imm: rb;
alu farm_alu (
	.inA(ra), 
	.inB(muxB_out),
	.alu_out(alu_out), 
	.ALU_op(ALU_op)
); 
 always_ff @(posedge clk) begin
	 if (rst_n == 0)begin
		 rz = 32'd0;
		 rm = 32'd0;
	 end
	 else begin
		 rz <= #(3) alu_out;
		 rm <= #(3) rb;
	 end
 end
 endmodule
```

==> metrics.cfg <==
[placement]
routabilityCongestion=1.02
io_buffers=167
pre_cts_ws_ns=15.14
dp_hpwl_mm=36.2

[yosys]
netlist_area_um2=10200
edf_count=0
synth-seq-cells=64
synth-main-ff-cell=dfxtp_1
yosys_warnings=2
synth_seq_share=0.126
topCellsByArea=dfxtp_1 13%, ha_1 12%, mux2i_1 10%
ys_chip_area_um2=10200
yosys.area.top_type=dfxtp_1
ys_cells=1376
async_reset_ff_frac=0
top_cell_area_share=0.126
netlist_instances=1376
synth_cell_types=80
syn_area_per_cell_um2=7.40

[hold_path]
hp-class=in -> reg
min_delay_path_depth=2

[clock_network]
cts-buffers-inserted=9
clk_path_buf_depth=2
cts_tree=built
htreeDepth=3
cts_hold_buf=0
post_cts_buffers=0
clock-root-buffer=clkbuf_16
cts_resized=0
cts_sinks=64
path_clk_slew_ns=0.07

[setup_path]
path_max_fanout=6
endpoint_kind=flip-flop
setup.worst_path.start_class=input pin
worstPathCellList=clkdlybuf4s50_1 -> o32ai_1 -> nand4_1 -> or3_1 -> o21bai_1 -> nor2_1 -> a31oi_1 -> xnor2_1 -> ha_1 -> nand4_1 -> a2111oi_0 -> o41ai_1 -> nand3b_1 -> o221ai_1 -> a21oi_1 -> a31oi_1 -> or4_1 -> o211ai_1
critPathSlowestCell=o32ai_1
crit_type=in -> reg
cpPeakStageDelay_ns=0.87
worstPathArrival_ns=10.50
required_ns=25.99

[final_timing]
fin_hold_ws_ns=5.39
max_freq_mhz=97.9
final-max-slew-violation-count=0
worst_slack_ns=15.48
relSlewSlack=0.314
fin_crit_ns=10.22
hold_viol_final=0
setup_tns_ns=0
rsz0062_at_grt=false
worst_pin_slew_ns=1.02
setup_viol=0
timing.final.crit_share=0.398

[global_route]
antenna_found_initial=1
grt_pass1_vias=10900
grt_max_degree=59
track_usage=0.275
grt.overflow.total=0
grt_pass1_wl_mm=69.6

[cells_and_area]
most-common-layout-cells=165 x clkdlybuf4s50_1, 158 x nand2_1, 113 x nor2_1, 107 x o21ai_0, 106 x a21oi_1
area_growth_pct=23.4
lay_top_count=clkdlybuf4s50_1
fillers=3410
layout-drive-gt1-share=0.0698

[route]
first_iter_violations=1149
ant_nets=0
avgViaCountPerCell=5.88
wirelength_mm=46.9
wire_per_inst_um=24.2
first_pass_iters=5
vias=11400
post-route-drc-count=0

[power]
ir_worst_vdd_mv=0.0310
p_total_w=0.000482
p_leak_nw=4.94
powerDensity_nw_per_um2=38.4

[die]
core_util_floorplan=0.305
dieWidth_um=186
ios=168
num_rows=67
dieHeight_um=186
chipArea_um2=34700
coreArea_um2=33400

[job]
cap_violations=0
log.warning_count=59

[run_status]
status=completed

flip-flops by register name (all words and copies together) (netlist names):
signal	cells
rm	32
rz	32
power breakdown:
part	switching (W)	leakage (nW)	internal, W
clock	0.0000478	0.161	0.0000967
sequential	0.000000808	0.525	0.000103
combinational	0.000142	4.25	0.0000926
total	0.000190	4.94	0.000292
logic make-up after synthesis:
kind of cell | count (synthesis) | synth area share
flip-flops | 64 | 0.126
adder cells (fa/ha/maj) | 98 | 0.121
AND/OR/NAND/NOR | 428 | 0.195
buffers and inverters | 166 | 0.0698
XOR/XNOR | 53 | 0.0456
AND-OR/OR-AND | 427 | 0.271
multiplexers | 140 | 0.172
path summary, 6_finish.rpt:
check | startpoint | endpoint | slack (ns)
worst max-delay path | rb[2] | rz[29]$_SDFF_PN0_ | 15.48
worst min-delay path | rb[29] | rm[29]$_SDFF_PN0_ | 5.39
area by class of cell:
class / instances / area [µm²] / area share
Antenna cell: 1 / 2.50 / 0.000199
Sequential cell: 64 / 1280 / 0.102
Clock buffer: 10 / 239 / 0.0190
Clock inverter: 5 / 105 / 0.00836
Multi-Input combinational cell: 1146 / 8240 / 0.656
Timing Repair Buffer: 195 / 1870 / 0.149
Tap cell: 448 / 561 / 0.0446
Inverter: 69 / 259 / 0.0206
Yosys cell counts (26+ instances only):
cell,count
nor2_1,113
mux2i_1,102
ha_1,97
and2_1,39
inv_1,68
o21ai_0,108
a21oi_1,106
xnor2_1,44
dfxtp_1,64
clkbuf_1,52
nor3_1,26
a31oi_1,27
nand2_1,158
metal layers:
| layer | vias up | part of all wire | global-route usage |
|---|---|---|---|
| met4 | 0 | 0.046 | 0.107 |
| met2 | 672 | 0.42 | 0.407 |
| met3 | 104 | 0.10 | 0.0589 |
| li1 | 5299 | - | - |
| met5 | - | 0 | 0 |
| met1 | 5314 | 0.43 | 0.393 |
critical path, delay by kind of cell:
kind                       cells  cell delay (ns)
xor gates and xnor gates       1             0.18
and+or+nand+nor                6             1.82
buffers and inverters          1             0.51
AOI/OAI and AO/OA              9             2.44
adders and majority gates      1             0.40
per-stage QoR:
step,instance area [µm²],utilization,instances
after global placement,12200,0.365,1922
after CTS,12600,0.376,1937
after global routing,12600,0.376,1937
after floorplan,10200,-,1376
after detailed placement,12200,0.365,1922
final,12600,0.376,1938
Power and IR drop assume default switching activity.
