===== flow/config.mk =====
export PLATFORM = sky130hd
export DESIGN_NAME = ins_fetch
export DESIGN_NICKNAME = ins_fetch
export VERILOG_FILES = /design/flow/design.v
export SDC_FILE = /design/flow/constraint.sdc
export NUM_CORES = 4
export LEC_CHECK = 1
export CORE_UTILIZATION = 30

===== flow/design.v =====
package farm_pkg;
endpackage
 module ins_ad_gen(
     input clk,
	 input rst_n,
	 input PC_sel,
	 input PC_en,
	 input INC_sel,
	 input [31:0] ra,
	 input [31:0] branch_offset,
	 output [31:0] ret_ad,
     output [31:0] ins_ad);
 reg [31:0] PC;
 reg [31:0] PC_temp;
 wire [31:0] muxPC_out;
 wire [31:0] muxInc_out;
 wire [31:0] add_out;
 assign ret_ad = PC_temp;
 assign ins_ad = PC;
 assign muxPC_out = PC_sel ? add_out[31:0]:ra[31:0];
 assign muxInc_out = INC_sel? branch_offset[31:0]:32'd4;  
 assign add_out = muxInc_out + PC;
 always@(posedge clk) begin
	 if (rst_n == 0)begin
		 PC <=#(3) 0;
	 end
	 else if (PC_en) begin
		 PC <=#(3) muxPC_out;
	 end
 end
always @(posedge clk)
	PC_temp <=#(3) PC;
 endmodule
 module ins_fetch(
	 input clk,
	 input rst_n,
	 input PC_sel,
	 input PC_en,
	 input INC_sel,
	 input IR_en,
	 input [31:0] ra,
	 input [31:0] ins_mem,
	 input [31:0] branch_offset,
	 output [31:0] ins_ad,
	 output [31:0] ins,
     output [31:0] ret_ad);
 reg [31:0] IR;
 assign ins = IR;
 ins_ad_gen iag (
     .clk(clk),
	 .rst_n(rst_n),
	 .PC_sel(PC_sel),
	 .PC_en(PC_en),
	 .INC_sel(INC_sel),
	 .ra(ra),
	 .branch_offset(branch_offset),
	 .ins_ad(ins_ad),
	 .ret_ad(ret_ad)
 );  
 always @(posedge clk)
	 if (rst_n == 0)
		 IR <=#(3) 0;
	 else if (IR_en)
   		IR <=#(3) ins_mem;
 endmodule

===== flow/run.sh =====
#!/bin/bash
# OpenROAD 26Q1-2900-gdf79404cd8, Yosys 0.63+post, stock flow scripts
make -C /OpenROAD-flow-scripts/flow DESIGN_CONFIG=/design/flow/config.mk WORK_HOME=/design/flow/orfs finish

===== flow/constraint.sdc =====
current_design ins_fetch

set clk_period 10.5
set clk_io_pct 0.2

create_clock -name clk0 -period $clk_period [get_ports {clk}]

set non_clock_inputs [all_inputs -no_clocks]
set_input_delay [expr $clk_period * $clk_io_pct] -clock clk0 $non_clock_inputs
set_output_delay [expr $clk_period * $clk_io_pct] -clock clk0 [all_outputs]

==> flow_metrics.tcl <==
# flow metrics
set metrics [dict create \
    routed-via-count 4668 \
    cp.arrival_ns 5.55 \
    crit_top_cell "o21ai_4" \
    fp_util 0.3123 \
    critPathBufInv 2 \
    grt_pass1_wl_microns 24900 \
    antennaDiodeCount 0 \
    outcome "complete, no violations" \
    yosys_warnings 2 \
    coreArea_sq_um 16120 \
    r2r-end "iag.PC[28]$_SDFFE_PN0P_" \
    async_flop_share 0 \
    die_w_microns 131.5 \
    warnings 25 \
    crit_end "iag.PC[28]$_SDFFE_PN0P_" \
    slowest_delay_ns 0.47 \
    postCtsResizedCells 0 \
    numCtsBuffers 9 \
    critical_path.max_fanout 32 \
    crit_required_ns 10.78 \
    insertion_delay_ns 0.36 \
    grt_max_degree 49 \
    common_cells "dfxtp_1, nor2_1, mux2i_1" \
    startpoint "INC_sel" \
    grt_overflow_total 0 \
    syn_area_per_cell_sq_um 8.970 \
    dp_hpwl_microns 11580 \
    num_rows 46 \
    max_slew.worst_pin.slew_ns 0.5309 \
    critPathTopFamily "AND-OR/OR-AND gates" \
    p_per_area_nw_per_um2 130.7 \
    cts.path.max_buffers 2 \
    post_cts_buffers 0 \
    dieArea_sq_um 17300 \
    clk_pin_slew_ns 0.08 \
    max-slew-margin-rel 0.6461 \
    worst-r2r-cell-count 11 \
    drt_wl_total_microns 15560 \
    yosysTopAreaCell "dfxtp_1" \
    grt_setup_unrepaired "no" \
    critPathSlowestCell "a311oi_2" \
    dpl_cell_area_sq_um 7194 \
    path_class "input pin to flop" \
    crit_cells 14 \
    grtUsageTotal 0.1844 \
    gp_congestion 0.8969 \
    yosys_area_sq_um 5032 \
    syn_to_final_growth_pct 48.91 \
    postSynthCellCount 561 \
    setup_violations 0 \
    hold_viol 0 \
    cts_tree "yes" \
    cts_hold_buf 0 \
    ys.flops 96 \
    portBuffers 197 \
    r2r-start "iag.PC[0]$_SDFFE_PN0P_" \
    cp-end-kind "flop" \
    clock-sinks 96 \
    final_area_sq_um 7493 \
    cts_root_buf "clkbuf_16" \
    cap_violations 0 \
    yosys-top-cells-area "dfxtp_1, mux2i_1, ha_1" \
    skew_ns 0.008922 \
    viasPerCell 4.827 \
    drtIter0Drc 254 \
    finalMaxSlewViolations 0 \
    synth_top_flop_cell "dfxtp_1" \
    grt_pass1_vias 4623 \
    top_area_frac 0.3819 \
    ant_nets 0 \
    syn_area_sq_um 5032 \
    ys_seq_frac 0.3819 \
    first_pass_iters 4 \
    synth_cell_types 60 \
    yosys_cells 561 \
    cp-start-kind "input pin" \
    fmax_mhz 189.7 \
    finalCritPeriodShare 0.5021 \
    remaining_drc_errors 0 \
    postLayoutCoreUtil 0.4650 \
    p_leak_nw 3.117 \
    die.size.y_microns 131.5 \
    peakVddDrop_v 0.00008031 \
    cts_max_level 3 \
    hp-class "flop to flop" \
    wl_per_cell_microns 16.09 \
    edf_count 0 \
    antenna_found_initial 1 \
    worstPathCellList "clkdlybuf4s50_1, buf_4, and2_1, ha_1, fa_1, a21oi_1, nor2b_1, a311oi_2, o211ai_4, o21ai_4, o21ai_4, a41oi_2, mux2_4, a221oi_2" \
    drive_gt1_frac 0.05060 \
    period_minus_slack_ns 5.272 \
    pin_count 198 \
    reg2reg_slack_ns 7.41 \
    finalSetupTns_ns 0 \
    synth.most_common_cell "dfxtp_1" \
]
-- cell usage in the layout, fill, tap and decap left out, drive strengths merged, types with 9 or more instances in the layout --
| master | n |
|---|---|
| ha | 31 |
| o21ai | 40 |
| nor2 | 62 |
| nand2 | 34 |
| and2 | 36 |
| xnor2 | 17 |
| mux2i | 51 |
| xor2 | 9 |
| a211oi | 10 |
| dfxtp | 96 |
| inv | 11 |
| clkdlybuf4s50 | 194 |
| a21oi | 47 |
| a21o | 14 |
| buf | 9 |
| clkbuf | 10 |
-- cell type report --
class / instances / area, sq um
clock buffer: 10 / 239.0
clock inverter: 6 / 60.06
fill: 1514 / 8622
inverter: 8 / 30.03
multi-input combinational: 428 / 2970
sequential: 96 / 1922
tap: 216 / 270.3
timing repair buffer: 203 / 2002
-- logic make-up after synthesis --
logic type / share of synthesized area
buffers and inverters: 0.02784
XOR/XNOR: 0.04525
AND/OR/NAND/NOR: 0.1626
AND-OR/OR-AND: 0.1969
multiplexers: 0.1044
flip-flops: 0.3819
adder cells (fa/ha/maj): 0.08105
-- state kept, by name, indices dropped and copies added (netlist names) --
signal       flops
IR              32
iag.PC          32
iag.PC_temp     32
-- per-layer routing --
metal  global-route usage  vias up  part of all wire
li1                     -     2370                 -
met1               0.2634     2112              0.47
met2               0.2937      171              0.44
met3              0.04642       13             0.071
met4              0.02132        2             0.012
met5                    0        -           0.00058
-- through the flow --
stage                     instances  power (mW)  hold WS (ns)  setup slack [ns]
final                           967      0.9792        0.3916             5.228
after global routing            967       1.033        0.4047             5.063
after CTS                       967      0.9923        0.3929             5.224
after detailed placement        951      0.6524        0.3815             4.872
after global placement          951      0.6516        0.3801             4.923
after floorplan                 561      0.5282        0.3499             5.682
-- worst min path at each step --
stage / startpoint / to / depth (start not counted) / slack, ns
6_report: iag.PC[20]$_SDFFE_PN0P_ / iag.PC_temp[20]$_DFF_P_ / 0 / 0.39
5_1_grt: iag.PC[23]$_SDFFE_PN0P_ / iag.PC_temp[23]$_DFF_P_ / 0 / 0.40
4_1_cts: iag.PC[21]$_SDFFE_PN0P_ / iag.PC_temp[21]$_DFF_P_ / 0 / 0.39
-- power by group --
group,internal (mW),switching [mW]
Clock,0.174,0.161
Combinational,0.137,0.0981
Sequential,0.392,0.0176
Total,0.702,0.277
No activity file was given, so power comes from the tool's default toggle rates.
